==> ./design.v <==
`timescale 1ps/1ps 
module ALU (
			output reg [31:0] rd, 
			input [31:0] rs1, 
			input [31:0] rs2, 
			input [3:0] alu_sel
);
			parameter SUM = 3'b000;
			parameter OR  = 3'b110;
			parameter AND = 3'b111;
			wire [31:0] sum;
			wire [31:0] add_sub;
		assign #50 add_sub = alu_sel[3] ? ~rs2 : rs2;    
		assign #50 sum = rs1 + add_sub + alu_sel[3];
		always@ (*)
				begin  #50
			case (alu_sel[2:0])
			SUM:     begin 	    rd = sum ;       	end
			OR:      begin 	    rd = rs1 | rs2 ; 	end 
			AND:     begin 	    rd = rs1 & rs2 ;    end
			default: begin      rd = 32'bx; 	    end
			endcase 
			end 
endmodule
`timescale 1ps/1ps 
module BR_COMP (
				output reg  beq , 
				input [31:0] rs1 , rs2 
); 
		always @(*)
		begin #10
		 if (rs1 ==rs2)
			beq = 1 ; 
		 else
		    beq =0 ; 
	  end
endmodule
`timescale 1ps/1ps 
module Control_Unit(
			output reg pcsel , RF_we, dm_we, b_sel , a_sel , 
			output reg [1:0]wb_sel , 
			output reg [2:0] imm_sel , 
			output reg [3:0]alu_sel , 
			input [31:0] ins, 
			input beq 
    );
	parameter  LW=7'b000_0011 ; 
	parameter  SW=7'b010_0011 ; 
	parameter  OP_I=7'b001_0011 ;  
	parameter  OP=7'b011_0011 ;    
	parameter  JAL =7'b110_1111 ; 
	parameter  JALR =7'b110_0111 ; 
	parameter  BRANCH =7'b110_0011 ; 
				always @(*)
				begin #50
				 case(ins[6:0]) 
				 LW: begin 
						pcsel=0; 
						RF_we=1; 
						dm_we=0; 
						a_sel =0;  
						b_sel =1;  
						wb_sel=2'b00; 
						imm_sel = 3'b001; 
						alu_sel = 4'b0000;
				 end
				SW: begin 
						pcsel=0; 
						RF_we=0; 
						dm_we=1; 
						a_sel =0;
						b_sel =1;
						wb_sel=2'b00; 
						imm_sel = 3'b010; 
						alu_sel = 4'b0000;
				 end 
				OP_I: begin 			
						pcsel=0; 
						RF_we=1; 
						dm_we=0; 
						a_sel =0;
						b_sel =1;
						wb_sel=2'b01; 
						imm_sel = 3'b001; 
						alu_sel = {1'b0, ins[14:12]};
				 end
				 OP: begin  
						pcsel=0; 
						RF_we=1; 
						dm_we=0; 
						a_sel =0;
						b_sel =0;
						wb_sel=2'b01; 
						imm_sel = 3'b000; 
						alu_sel = {ins[30], ins[14:12]};
				 end
				 JAL:  begin
						pcsel=1; 
						RF_we=1; 
						dm_we=0; 
						a_sel =1;
						b_sel =1;
						wb_sel=2'b10; 
						imm_sel = 3'b100; 
						alu_sel = 4'b0000;
				 end 
				 JALR:  begin
						pcsel=1; 
						RF_we=1; 
						dm_we=0; 
						a_sel =0;
						b_sel =1;
						wb_sel=2'b10; 
						imm_sel = 3'b001; 
						alu_sel = 4'b0000;
				 end 
				 BRANCH: begin
						pcsel= ins[12]?!beq  : beq ; 
						RF_we=1; 
						dm_we=0; 
						a_sel =1;
						b_sel =1;
						wb_sel=2'b00; 
						imm_sel = 3'b011; 
						alu_sel = 4'b0000;
				 end 
				 default : begin
						pcsel=1'bx; 
						RF_we=1'b0; 
						dm_we=1'b0; 
						a_sel =1'bx;
						b_sel =1'bx;
						wb_sel=2'b00; 
						imm_sel = 3'bxxx; 
						alu_sel = 4'bxxxx;
				 end 
				   endcase 
				   end 
endmodule 
 `timescale 1ps/1ps 
  module DATA_PATH (
			output beq , 
			output [31:0] pc, MEM_wDATA, 
			output [7:0]MEM_addr, 
			input clk , rest, pc_sel , a_sel , b_sel , RF_we,
			input [1:0]wb_sel , 
			input [2:0]imm_sel, 
			input [3:0]alu_sel , 
			input [31:0] ins , MEM_rData 
  ); 
		  wire [31:0] PC_NXT, PC_PLS4, PCi; 
		  wire [31:0] rs1, rs2, wDATAs1, wDATAs2; 
		 wire [31:0]imm;
		 wire [31:0] ALU_rs1, ALU_rs2 , ALU_rd;
	 assign pc=PCi; 
	 assign MEM_addr = ALU_rd [7:0]; 
	 assign MEM_wDATA = rs2; 
		PCREG  PCREg ( .dout(PCi) , .rest(rest),.clk(clk), .din(PC_NXT) );
		adder PCP4 (.PC_pLUS4(PC_PLS4), .PC(PCi), .b(32'b100) );
		MUX   PCMUX  ( .M_out(PC_NXT) , .M_IN1(PC_PLS4), .M_in2( ALU_rd) , .sel(pc_sel)) ;
		RF  rf(.r_data1(rs1), .r_data2(rs2), .clk(clk), .we(RF_we),  .r_add1(ins[19:15]), .r_add2(ins[24:20]), .w_add(ins[11:7]), .w_data(wDATAs2)  );
		 BR_COMP  bc( .beq(beq) , .rs1(rs1) , .rs2(rs2) ); 
		 imm_gen img( .imm(imm), .ins(ins), .imm_sel(imm_sel));
		 MUX   AMUX( .M_out(ALU_rs1) , .M_IN1(rs1), .M_in2( PCi) , .sel(a_sel)) ;
		 MUX  BMUX ( .M_out(ALU_rs2) , .M_IN1(rs2), .M_in2( imm) , .sel(b_sel)) ;
		 ALU  alu ( .rd(ALU_rd), .rs1(ALU_rs1), .rs2(ALU_rs2), .alu_sel(alu_sel));
		 MUX   wbmux1( .M_out(wDATAs1) , .M_IN1(MEM_rData), .M_in2( ALU_rd) , .sel(wb_sel[0])) ;  
		 MUX   wbmux2( .M_out(wDATAs2) , .M_IN1(wDATAs1), .M_in2( PC_PLS4) , .sel(wb_sel[1])) ;
  endmodule 
  `timescale 1ps/1ps 
module MUX  (
			output reg [31:0] M_out, 
			input [31:0]M_IN1, M_in2 , 
			input sel  
); 
		always @(*)
		begin 
		#10
		 if(!sel)
			M_out<= M_IN1; 
			else M_out<=M_in2; 
		end 
endmodule 
`timescale 1ps/1ps 
 module PCREG (
		output reg [31:0] dout , 
		input rest,clk,  
		input [31:0] din 
 ); 
	always @(posedge clk, posedge rest)
		begin  #50
			if (rest)
			      dout <=0; 
			else dout<= din;
		end 
 endmodule 
`timescale 1ps/1ps 
module RF (
		output [31:0] r_data1, r_data2, 
		input clk, we, 
		input [4:0] r_add1, r_add2, w_add, 
		input [31:0] w_data 
); 
		reg [31:0] RF_R[0:31]; 
		always @ (posedge clk)
		begin #50
		if (we)
			 RF_R[w_add]<= w_data; 
		end 
		 assign #50 r_data1 = (r_add1==0)? 0 : RF_R[r_add1];
		 assign #50 r_data2 = (r_add2==0)? 0 : RF_R[r_add2];
endmodule 
`timescale 1ps/1ps 
module RISCV_TOP(
			output dm_we ,
			output [31:0] pc ,  MEM_wDATA, 
			output [7:0]MEM_addr, 
			input clk, rset,
			input [31:0] ins, MEM_rData
			); 
		wire beq, pc_sel, RF_we, a_sel, b_sel;
		wire [2:0] imm_sel;
		wire [3:0] alu_sel;
		wire [1:0] wb_sel ;
     Control_Unit ctrl (.ins(ins),
                   .beq(beq),
				   .pcsel(pc_sel),
				   .imm_sel(imm_sel),
				   .RF_we(RF_we),
				   .a_sel(a_sel),
				   .b_sel(b_sel),
				   .alu_sel(alu_sel),
				   .dm_we(dm_we),
				   .wb_sel(wb_sel));
	 DATA_PATH dp (.clk(clk),
				 .rest(rset),
				 .pc_sel(pc_sel),
				 .imm_sel(imm_sel),
				 .wb_sel(wb_sel),
				 .RF_we(RF_we),
				 .a_sel(a_sel),
				 .b_sel(b_sel),
				 .alu_sel(alu_sel),
				 .beq(beq),
				 .ins(ins),
				 .pc(pc),
				 .MEM_addr(MEM_addr),
				 .MEM_rData(MEM_rData),
				 .MEM_wDATA(MEM_wDATA));
endmodule
`timescale 1ps/1ps 
module adder (
			output [31:0]PC_pLUS4,  
			input [31:0]PC , b
);
		assign #10 PC_pLUS4= PC + b ; 
endmodule 
`timescale 1ps/1ps 
module imm_gen(
			output reg [31:0] imm, 
			input [31:0] ins, 
			input [2:0] imm_sel
			);
	always @(*)
		begin #50
		 case (imm_sel)
					3'b001 :imm = {{21{ins[31]}}, ins[30:20]};       
					3'b010 : imm = {{21{ins[31]}}, ins[30:25], ins[11:8], ins[7]};  
					3'b011 : imm = {{20{ins[31]}}, ins[7],ins[30:25],ins[11:8],1'b0}; 
					3'b100 : imm = {{11{ins[31]}}, ins[19:12],ins[20],ins[30:21],1'b0}; 
					default: imm = 32'bx;                                                   
		 endcase
		end
endmodule
==> ./run.sh <==
#!/bin/bash
# OpenROAD 26Q1-2900-gdf79404cd8, Yosys 0.63+post, stock flow scripts
make -C /OpenROAD-flow-scripts/flow DESIGN_CONFIG=/design/flow/config.mk WORK_HOME=/design/flow/orfs finish
==> ./config.mk <==
export PLATFORM = sky130hd
export DESIGN_NAME = RISCV_TOP
export DESIGN_NICKNAME = RISCV_TOP
export VERILOG_FILES = /design/flow/design.v
export SDC_FILE = /design/flow/constraint.sdc
export NUM_CORES = 4
export LEC_CHECK = 1
export CORE_UTILIZATION = 30
==> ./constraint.sdc <==
current_design RISCV_TOP

set clk_period 13.4
set clk_io_pct 0.2

create_clock -name clk0 -period $clk_period [get_ports {clk}]

set non_clock_inputs [all_inputs -no_clocks]
set_input_delay [expr $clk_period * $clk_io_pct] -clock clk0 $non_clock_inputs
set_output_delay [expr $clk_period * $clk_io_pct] -clock clk0 [all_outputs]
==> out/metrics.yaml <==
ios: 139
tns_ns: 0
fin_skew_ns: 0.0345
worstHoldPathCells: 2
die_h_um: 424
viasPerCell: 5.82
io_buffers: 138
slew_headroom_pct: 30.5
core_mm2: 0.176
end_kind: "primary output"
area_leaders: "edfxtp_1 (58%), mux4_2 (22%), mux2i_1 (2.3%)"
post-dp-hpwl_um: 121000
rr_worst_depth: 19
rsz0062_at_grt: "no"
vias: 33300
ys.flops: 1056
holdCritPathClass: "flip-flop to flip-flop"
ff_type: "edfxtp_1"
synth_area_per_cell_um2: 17.2
slew_violations: 0
required_ns: 10.72
drv_cap: 0
power_w: 0.00832
cts-root-buf: "clkbuf_16"
finalWirelength_um: 189000
crit_path_max_fanout: 71
cts_hold_buf: 0
netlist_area_mm2: 0.0534
yosysWarningCount: 7
hold_viol: 0
layout_top_cells: "edfxtp_1 (1024), mux4_2 (524), buf_4 (173)"
worstPathArrival_ns: 8.68
postLayoutCellArea_mm2: 0.0621
min_from: "dp.PCREg.dout[10]$_DFF_PP0_"
firstDrtPassIters: 27
cts_tree: "built"
rr_startpoint: "dp.rf.RF_R[26][0]$_DFFE_PP_"
antennaDiodeCount: 0
edf_count: 1024
synth_chip_area_mm2: 0.0534
top_area_share_pct: 57.6
grt_max_degree: 79
gp_congestion: 0.977
crit_type: "input port to primary output"
post_dp_cell_area_mm2: 0.0584
syn_inst: 3112
drc: 0
power-per-cell-area_mw_per_mm2: 134
pre_cts_ws_ns: 2.19
cts_made_buffers: 107
final_antenna_net_count: 0
cts_resized: 0
finalCriticalPeriod_ns: 11.36
grt_pass1_wl_um: 265000
drt_iter0_markers: 2300
cp-start-kind: "input port"
wl_per_cell_um: 33.1
antenna_found_initial: 5
reg2reg_to: "dp.rf.RF_R[20][30]$_DFFE_PP_"
synth_seq_share_pct: 59.1
yosysCellCount: 3112
cts_htree_levels: 3
insertion_delay_ns: 0.74
leakagePower_nw: 19.8
mostFrequentLayoutCell: "edfxtp_1"
synthArstFlopShare_pct: 3.03
setup_viol: 0
chipArea_mm2: 0.180
tool_warnings: 27
drive_above_1_share_pct: 29.4
areaGrowthSynthToFinish_pct: 16.3
post_cts_buffers: 0
max-clock-path-buffers: 3
floorplan.core_util_pct: 30.3
rows: 154
grt_usage_pct: 22.4
die_w_um: 424
clk_pin_slew_ns: 0.06
synth_cell_types: 75
status: "complete, no violations"
max_freq_mhz: 88.0
ir_drop_uv: 120
fin_ws_ns: 2.04
grt_pass1_vias: 35500
worst_slew_pin_slew_ns: 1.04
period_used_pct: 84.8
grt_overflow: 0
clkSinkCount: 1056
reg2reg_setup_slack_ns: 6.72
worstHoldEndpoint: "dp.PCREg.dout[10]$_DFF_PP0_"
top_area_cell: "edfxtp_1"
area by class of cell:
class,instances,area [um^2]
clock inverter,72,911
sequential,1056,31600
multi-input combinational,1782,21000
clock buffer,127,2820
inverter,40,153
fill,16400,114000
timing repair buffer,312,2740
tap,2340,2930
layer usage:
metal / track usage (%) / part of all wire [%] / vias to the layer above / routed length [um]
met5: 2.12 / 0.26 / - / 496
met4: 10.5 / 6.0 / 12 / 11400
met3: 17.6 / 18 / 467 / 33900
met2: 32.6 / 45 / 2541 / 85500
met1: 23.4 / 31 / 16800 / 58000
li1: - / - / 13500 / -
state kept, by name, summed over array words and instances, names as in the netlist:
register and flops:
dp.rf.RF_R 1024, dp.PCREg.dout 32
worst max path at each step:
stage,to,startpoint,cells past startpoint,slack [ns]
after global routing,MEM_addr[7],ins[20],18,1.75
after CTS,MEM_addr[6],ins[20],15,2.19
final,MEM_addr[7],ins[20],18,2.04
synth_stat cells, types with 16 or more instances:
master    instances
a21o_1           37
a21oi_1          80
a221oi_1         23
a22o_1           28
a22oi_1          46
buf_1            17
buf_2            71
buf_4            31
clkbuf_1        103
dfrtp_1          32
edfxtp_1       1024
ha_1             32
inv_1            38
maj3_1           26
mux2_2           25
mux2i_1         125
mux4_2          524
nand2_1         146
nand3_1          28
nor2_1          107
nor3_1           16
o21ai_0          89
o22ai_1          83
o32ai_1          19
xnor2_1          72
xor2_1           43
metrics by stage:
| step | hold slack [ns] | std cells | util (%) |
|---|---|---|---|
| 2_1_floorplan | 0.482 | 3112 | - |
| 3_3_place_gp | 0.678 | 5530 | 33.1 |
| 3_5_place_dp | 0.679 | 5530 | 33.1 |
| 4_1_cts | 0.699 | 5729 | 35.2 |
| 5_1_grt | 0.709 | 5729 | 35.2 |
| 6_report | 0.694 | 5729 | 35.2 |
cell families after synthesis:
kind of cell / Yosys count / share of synthesized area (%)
flops: 1056 / 59.1
mux: 679 / 25.1
compound gates: 520 / 6.62
simple gates: 409 / 3.61
buf+inv: 274 / 2.48
xor+xnor: 115 / 1.89
fa+ha+maj: 59 / 1.27
power breakdown:
part	switching [W]	total [W]	internal (W)
logic	0.000762	0.00132	0.000561
clock network	0.00132	0.00320	0.00189
registers	0.000107	0.00380	0.00369
worst max-delay path: stages:
cell and delay (ns):
buf_8 0.39, buf_12 0.56, mux4_2 0.59, a22oi_1 0.21, a21oi_1 0.09, nor2_1 0.63, o21ai_0 0.32, xnor2_1 0.19
ha_1 0.37, nand2_1 0.21, a21oi_1 0.08, o21ai_0 0.19, nand2b_1 0.08, a21oi_1 0.34, a21oi_1 0.11, xnor2_1 0.15
o21ai_0 0.62, clkdlybuf4s50_1 0.59
No activity file was given, so power comes from the tool's default toggle rates.
