**design/flow/run.sh**
```bash
#!/bin/bash
# OpenROAD 26Q1-2900-gdf79404cd8, Yosys 0.63+post, stock flow scripts
make -C /OpenROAD-flow-scripts/flow DESIGN_CONFIG=/design/flow/config.mk WORK_HOME=/design/flow/orfs finish
```
**design/flow/config.mk**
```make
export PLATFORM = sky130hd
export DESIGN_NAME = DATA_MEM
export DESIGN_NICKNAME = DATA_MEM
export VERILOG_FILES = /design/flow/design.v
export SDC_FILE = /design/flow/constraint.sdc
export NUM_CORES = 4
export LEC_CHECK = 1
export CORE_UTILIZATION = 50
export SYNTH_MEMORY_MAX_BITS = 65536
```
**design/flow/constraint.sdc**
```tcl
current_design DATA_MEM

set clk_period 70.2
set clk_io_pct 0.2

create_clock -name clk0 -period $clk_period [get_ports {clk}]

set non_clock_inputs [all_inputs -no_clocks]
set_input_delay [expr $clk_period * $clk_io_pct] -clock clk0 $non_clock_inputs
set_output_delay [expr $clk_period * $clk_io_pct] -clock clk0 [all_outputs]
```
**design/flow/design.v**
```verilog
`timescale 1ps/1ps 
module DATA_MEM (
				output [31:0] mem_rd, 
				input clk , dm_we, 
				input [7:0] mem_addr, 
				input [31:0] mem_wd
);
	 reg [31:0] RAM [0:255];
	 assign #100 mem_rd = RAM[mem_addr] ;
	 always @ (posedge clk)
				begin
				if (dm_we) 
					RAM[mem_addr] <= #100 mem_wd;
				end
endmodule
```
==> impl_metrics.yaml <==
# yosys + openroad results
die:
  chip_area_sq_um: 620000
  core_region_area_sq_um: 615000
  die-width_um: 787
  rows: 288
  floorplan.initialDensity_pct: 50.2
  ios: 74
  chipHeight_um: 787
timing:
  hold_viol: 0
  finalMaxSlewViolations: 0
  rsz0062_at_grt: "false"
  sum_of_negative_setup_slack_ns: 0
  post-route-min-period_ns: 36.79
  maxSlewHeadroom_pct: 9.46
  report.final.setup_viol: 0
  worst_slew_pin_slew_ns: 1.34
  max_freq_mhz: 27.2
  finalClockPeriodUsage_pct: 52.4
run:
  tool_warnings: 34
  drv.max_cap_violation_count: 0
drt:
  routed_via_density: 6.44
  detailedRoute.firstPassIterationCount: 8
  average_wire_per_cell_in_the_routed_design_um: 38.4
  finalWirelength_mm: 875
  vias: 147000
  drc: 0
  route.antenna.remaining_nets: 0
  drt-initial-drc-count: 8531
min_path:
  hold_path_class: "primary input to flip-flop"
global_route:
  pin_count_of_the_biggest_net_entering_global_routing: 107
  grt_pass1_vias: 167000
  global_route.usage.total_pct: 32.4
  grt_pass1_wl_mm: 1220
  antenna_found_initial: 31
  grt_overflow_total: 0
clock_network:
  tritoncts: "yes"
  clock-sinks: 8192
  cts-htree-levels: 6
  worst_case_clock_buffer_depth: 4
  tritoncts.num_buffers: 799
  reg_clk_slew_reported_paths_ns: 0.06
  cts_hold_repair.buffers: 0
  ctsRootBufferMaster: "sky130_fd_sc_hd__clkbuf_16"
  cts_setup_buffers: 0
  post_cts.resized_instances: 0
logic_synthesis:
  ys_cells: 13100
  ys_async_sr_fraction_pct: 0
  yosysWarnings: 1
  synthesis.instances: 13100
  synth_sequential_area_ratio_pct: 79.8
  syn_std_cell_area_sq_um: 308000
  synth.yosys.chip_area_sq_um: 308000
  synth_flops: 8192
  flop_cell: "sky130_fd_sc_hd__edfxtp_1"
  synth-edff-count: 8192
  ys_types: 21
  synthesis.area_per_instance_sq_um: 23.6
power:
  power.ir.vdd_worst_mv: 0.0302
  leakage_nw: 107
  powerDensity_nw_per_um2: 28.7
layout:
  largest_register_ffs: 8192
  layout.cells.most_common_list: "sky130_fd_sc_hd__edfxtp_1, sky130_fd_sc_hd__mux4_2, sky130_fd_sc_hd__a22oi_1"
  postLayoutCellArea_sq_um: 351000
  layout_top_cell_excl_fill_tap: "sky130_fd_sc_hd__edfxtp_1"
  max_flop_register: "RAM"
  layout_stage_area_growth_over_the_synthesis_result_pct: 13.9
  drive_above_1_share_pct: 30.4
  largest_registers: "RAM: 8192 flops"
placement:
  placed_area_sq_um: 325000
  place.detailed.hpwl_mm: 495
  place_congestion: 0.867
  placement.io_buffers: 73
status:
  status: "complete, no violations"
setup_path:
  worst-path-max-fanout: 74
  timing.critical_path.slowest_stage_cell: "sky130_fd_sc_hd__o41ai_2"
  critPathMaxStageDelay_ns: 1.21
  end_kind: "primary output"
  worst_path_cell_chain: "buf_16 > buf_4 > buf_4 > buf_4 > buf_4 > buf_4 > buf_4 > buf_4 > buf_4 > mux4_2 > a22oi_1 > a21oi_1 > o41ai_2 > buf_4 > nand4_1 > clkdlybuf4s50_1"
  critPathArrivalTime_ns: 22.75
  timing.setup.critical_path_class: "primary input to primary output"
  critical_path_buf_inv_count: 11
  worst-endpoint-required_ns: 56.16
  cpLargestDelayFamily: "buffers and inverters"
  worst_path_most_repeated_cell: "sky130_fd_sc_hd__buf_4"
  setup.worst_path.start_class: "primary input"
==> cells by family after synthesis <==
family / share of synthesized area [%]
muxes: 15.0
and+or+nand+nor: 0.490
DFF: 79.8
AOI/OAI and AO/OA: 3.69
buffers and inverters: 1.09
==> worst paths after layout <==
kind,start,slack [ns],end,cells after the start
max,mem_addr[0],33.41,mem_rd[15],16
min,mem_wd[16],13.24,RAM[154][16],1
==> area by class of cell <==
| class | instances | area, sq um |
|---|---|---|
| diodes | 27 | 67.6 |
| clock buffers | 955 | 20600 |
| clock inverters | 515 | 5140 |
| fillers | 42500 | 264000 |
| inverters | 1 | 3.75 |
| multi-input cells | 4066 | 61700 |
| flip-flops and latches | 8192 | 246000 |
| well taps | 8120 | 10200 |
| repair buffers | 918 | 7410 |
==> per-stage QoR <==
step / setup WS [ns] / util [%] / cells / power, mW / hold WS, ns
finish: 33.41 / 57.1 / 22800 / 10.1 / 13.24
global route: 32.56 / 57.1 / 22800 / 10.3 / 13.21
CTS: 33.25 / 57.1 / 22800 / 10.1 / 13.19
detailed placement: 33.28 / 52.9 / 21300 / 5.97 / 14.42
global placement: 33.36 / 52.9 / 21300 / 5.96 / 14.41
floorplan: 40.26 / - / 13100 / 5.73 / 14.14
==> Yosys cell counts (2+ instances only) <==
cell type | number | area share (%)
sky130_fd_sc_hd__a21oi_1 | 512 | 0.83
sky130_fd_sc_hd__a22oi_1 | 1024 | 2.5
sky130_fd_sc_hd__and2_1 | 3 | 0.0061
sky130_fd_sc_hd__buf_1 | 64 | 0.078
sky130_fd_sc_hd__buf_2 | 209 | 0.34
sky130_fd_sc_hd__buf_4 | 21 | 0.051
sky130_fd_sc_hd__buf_6 | 4 | 0.015
sky130_fd_sc_hd__clkbuf_1 | 498 | 0.61
sky130_fd_sc_hd__edfxtp_1 | 8192 | 80
sky130_fd_sc_hd__mux4_2 | 2048 | 15
sky130_fd_sc_hd__nand2_1 | 28 | 0.034
sky130_fd_sc_hd__nand2b_1 | 6 | 0.012
sky130_fd_sc_hd__nand3_1 | 13 | 0.021
sky130_fd_sc_hd__nand4_1 | 32 | 0.065
sky130_fd_sc_hd__nor2_1 | 232 | 0.28
sky130_fd_sc_hd__nor2b_1 | 7 | 0.014
sky130_fd_sc_hd__nor3_1 | 30 | 0.049
sky130_fd_sc_hd__o41ai_1 | 128 | 0.36
sky130_fd_sc_hd__or2_2 | 2 | 0.0041
==> power by group <==
group	leakage [nW]	switching (mW)	internal (mW)
registers	73.6	0.00227	5.39
logic	21.2	0.320	0.158
clock network	12.6	1.83	2.37
total	107	2.15	7.92
==> metal layers <==
layer | up-vias | GRT usage (%) | wire length [um]
li1 | 58700 | - | -
met3 | 1690 | 31.5 | 196000
met5 | - | 3.17 | 1920
met1 | 73600 | 34.6 | 229000
met4 | 62 | 12.8 | 48800
met2 | 12600 | 43.7 | 399000
Power figures rest on the tool's default switching activity, not on a simulated workload.
